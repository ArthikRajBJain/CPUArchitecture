$ cat /design/flow/config.mk
export PLATFORM = sky130hd
export DESIGN_NAME = CPU
export DESIGN_NICKNAME = CPU
export VERILOG_FILES = /design/flow/design.v
export SDC_FILE = /design/flow/constraint.sdc
export NUM_CORES = 4
export LEC_CHECK = 1
export CORE_UTILIZATION = 40
$ cat /design/flow/run.sh
#!/bin/bash
# OpenROAD 26Q1-2900-gdf79404cd8, Yosys 0.63+post, stock flow scripts
make -C /OpenROAD-flow-scripts/flow DESIGN_CONFIG=/design/flow/config.mk WORK_HOME=/design/flow/orfs finish
$ cat /design/flow/design.v
`timescale 1ns / 1ps
`timescale 1ns / 1ps
module ALU
(
output [3:0] out,
input [1:0] Sel,
input [3:0] A, B,
input clk
);
reg ou;
assign out = ou;
always @ (posedge clk)
  begin
    case(Sel)
      2'b00 : ou = A + B;
      2'b01 : ou = A - B;
      2'b10 : ou = A * B;
      2'b11 : ou = A / B;
    endcase
  end
endmodule
module CPU
(
output [3:0] data_out,
output [5:0] address,
output RW,
input [3:0] data_in,
input clk
);
integer flag;
integer do_this_flag;
integer mem_operand_flag;
reg [3:0] ALU_A, ALU_B;
wire [3:0] ALU_out;
reg [1:0] ALU_Sel;
reg ALU_clk;
reg [5:0] addr, addr_bkp;
reg RW_reg;
reg [3:0] OP1, OP2;
reg [5:0] OP1_addr, OP2_addr;
reg [3:0] inter1, inter2, inter3;
assign address = addr;
assign RW = RW_reg;
assign data_out = ALU_out;
ALU A1(ALU_out, ALU_Sel, ALU_A, ALU_B, ALU_clk);
initial
  begin
    flag = 0;
    addr = 0;
    RW_reg = 0;
    ALU_clk = 0;
  end
always @ (posedge clk)
  begin
    if(flag == 0)
    begin
      flag = 1;
      RW_reg = 0;
      case(data_in)
        4'b0000 : begin
                    do_this_flag = 0;
                    ALU_Sel = 0;
                  end
        4'b0001 : begin
                    do_this_flag = 0;
                    mem_operand_flag = 1;
                    ALU_Sel = 0;
                  end
        4'b0010 : begin
                    do_this_flag = 0;
                    ALU_Sel = 1;
                  end
        4'b0011 : begin
                    do_this_flag = 0;
                    mem_operand_flag = 1;
                    ALU_Sel = 1;
                  end
        4'b0100 : begin
                    do_this_flag = 0;
                    ALU_Sel = 2;
                  end
        4'b0101 : begin
                    do_this_flag = 0;
                    mem_operand_flag = 1;
                    ALU_Sel = 2;
                  end
        4'b0110 : begin
                    do_this_flag = 0;
                    ALU_Sel = 3;
                  end
        4'b0111 : begin
                    do_this_flag = 0;
                    mem_operand_flag = 1;
                    ALU_Sel = 3;
                  end
      endcase
      addr = addr + 1;
    end
    if(flag == 1)
    begin
      flag = 2;
      RW_reg = 0;
      if(mem_operand_flag == 1)
      begin
        inter1 = data_in;
        addr = addr + 1;
        inter2 = data_in;
        OP1_addr = {inter1, inter2[3],inter2[2]};
        addr_bkp = addr;
        addr = OP1_addr;
        OP1 = data_in;
        addr = addr_bkp;
      end
      else
      begin
        OP1 = data_in;
      end
      addr = addr + 1;
    end
    if(flag == 2)
    begin
      flag = 3;
      RW_reg = 0;
      if(mem_operand_flag == 1)
      begin
        inter3 = data_in;
        OP2_addr = {inter2[1], inter2[0], inter3};
        addr_bkp = addr;
        addr = OP2_addr;
        OP2 = data_in;
        addr = addr_bkp;
      end
      else
      begin
        OP2 = data_in;
      end
      addr = addr + 1;
    end
    if(flag == 3)
    begin
      RW_reg = 0;
      ALU_A = OP1;
      ALU_B = OP2;
      #2 ALU_clk = 1;
      #1 ALU_clk = 0;
      flag = 0;
      addr_bkp = addr;
      addr = 63;
      RW_reg = 1;
      #1 RW_reg = 0;
      addr = addr_bkp;
    end
  end
endmodule
$ cat /design/flow/constraint.sdc
current_design CPU

set clk_period 5.7
set clk_io_pct 0.2

create_clock -name clk0 -period $clk_period [get_ports {clk}]

set non_clock_inputs [all_inputs -no_clocks]
set_input_delay [expr $clk_period * $clk_io_pct] -clock clk0 $non_clock_inputs
set_output_delay [expr $clk_period * $clk_io_pct] -clock clk0 [all_outputs]
==> run summary <==
commonest cells after routing, fill and taps aside: 70 x dfxtp_1, 34 x nor2b_1, 11 x nor4_1
Startpoint Class: input pin
fin crit share: 0.733
Insertion Delay late pin: 340 ps
core area: 6760 um^2
vias in the first global route: 1491
number of instances in the placed design: 319
Worst Skew: 13.4 ps
largest net degree at the start of global routing: 39
routed vias: 1595
I/O pin count: 16
max frequency: 0.239 GHz
final routed DRC violation total: 0
1st-pass router iterations: 4
total CTS buffers: 9
Non-Filler Instances: 335
CTS H-Tree Depth: 3
top cells by area: dfxtp_1 50%, nor2b_1 7.6%, clkbuf_1 4.7%
syn avg cell area: 10.4 um^2
count of tool warnings: 27
maxcap violations: 0
Netlist cell types: 52
commonest non-fill, non-tap cell in the layout: dfxtp_1
area grow syn2layout: 7.13%
Post-Syn Instances: 269
RD Place Congestion: 0.776
area leader, netlist: dfxtp_1
max layer used: met4
status: finished clean
RSZ-0062 raised after global routing: no
Max-area cell share: 0.502
Worst Tran Pin Value: 636 ps
Placement Cell Area: 2800 um^2
Final Max Tran Viols: 0
WL met2: 1590 um
antenna violations before repair: 0
detailed placer's ending HPWL: 2770 um
Total Neg Setup Slack: 0 ps
yosys warning tally: 2
CP arrival: 4450 ps
n_diodes: 0
share of layout cells above drive strength 1: 0.176
Tmin final: 4180 ps
Crit path required time: 5970 ps
DR WL/cell: 11.9 um
leakage power: 1.14 nW
Post-CTS Setup Inserts: 0
clock buffer depth: 2
hold crit path type: register to register
maximum VDD drop: 0.136 mV
CP endpoint kind: register
final wirelength: 4000 um
register bit total from synthesis: 70
# setup viols final: 0
pre-placement core utilization: 0.413
# resized after CTS: 0
Via-to-Cell Ratio: 4.76
first-pass GRT wire length: 7070 um
clk slew on worst S/H paths: 80 ps
Worst Path Max Fanout: 38
slew margin rel.: 0.574
Hold Buf Count CTS: 0
die area: 7310 um^2
die height: 85.5 um
post-detailed-route count of antenna-violating nets: 0
yosys cell count: 269
port bufs: 8
Die W: 85.5 um
register area share after synthesis: 0.502
site row count: 30
Mapped Area: 2790 um^2
GRT overflow: 0
WL met1: 2230 um
root buffer cell: clkbuf_8
Clock Sink Count: 70
first-iteration detailed-routing DRC count: 67
metal3 WL: 141 um
TritonCTS clock tree: done
total power: 0.862 mW
yosys stat area: 2790 um^2
gr usage total: 0.124
Worst Path Class, Setup: input pin to register
Fin. Hold Viols: 0
Power Density: 288 nW/um^2
post-route cell area: 2990 um^2
-- cell usage after synthesis (all sizes together) --
cell,n
dfxtp,70
clkbuf,35
nor2b,34
nor4,19
nand4,12
nor2,11
xnor2,10
buf,8
nand2,7
inv,5
nor3,5
o21ai,5
xor2,5
ha,4
mux2,4
a21oi,3
and4,3
nor3b,3
a211oi,2
nand3,2
nor4b,2
o221ai,2
o22a,2
or2,2
a2bb2oi,1
a32oi,1
and2,1
and3,1
and4b,1
conb,1
nand2b,1
nand4bb,1
o211a,1
o211ai,1
o22ai,1
o31a,1
o31ai,1
or3,1
-- registers in the layout, indices dropped and copies added, names as in the netlist --
register          cells
flag                 32
mem_operand_flag     32
addr                  6
-- metal layers --
| metal | GRT usage | vias to the layer above |
|---|---|---|
| li1 | - | 873 |
| met1 | 0.204 | 696 |
| met2 | 0.169 | 24 |
| met3 | 0.0352 | 2 |
| met4 | 0.0212 | 0 |
| met5 | 0 | - |
-- worst max-delay path, stage by stage --
cell,delay [ps]
clkdlybuf4s50_1,440
nor3b_1,310
nor3b_4,240
buf_4,370
or2_2,220
mux2_2,330
ha_1,210
inv_1,90
a211oi_1,50
o21ai_1,230
xor2_2,290
nand4bb_1,160
o221ai_2,210
xnor2_1,130
-- final timing paths --
kind	to	slack, ps	cells past startpoint	startpoint
worst max-delay path	addr[5]	1520	14	data_in[0]
worst min-delay path	flag[19]	360	0	flag[19]
worst max register to register	addr[5]	1740	14	flag[2]
worst min register to register	flag[19]	360	0	flag[19]
-- power breakdown --
group	switching, mW	internal [mW]
Sequential	0.00000000666	0.488
Combinational	0.00441	0.00244
Clock	0.200	0.166
-- kinds of logic after synthesis --
| logic type | synth area share |
|---|---|
| compound gates | 0.0606 |
| xor+xnor | 0.0498 |
| fa+ha+maj | 0.0179 |
| buf+inv | 0.0767 |
| flops | 0.502 |
| mux | 0.0161 |
| other cells | 0.00134 |
| simple gates | 0.275 |
-- stage by stage --
stage           util  setup slack [ps]  hold slack [ps]
2_1_floorplan      -              2190              408
3_3_place_gp   0.415              1170              354
3_5_place_dp   0.415              1160              355
4_1_cts        0.442              1500              367
5_1_grt        0.442              1270              370
6_report       0.442              1520              365
-- cell type report --
cell class / count / area [um^2]
inverter: 5 / 18.8
fill: 625 / 3770
clock buffer: 9 / 124
timing repair buffer: 9 / 87.6
multi-input combinational: 155 / 1190
sequential: 70 / 1400
clock inverter: 7 / 61.3
tap: 80 / 100
Power and IR drop assume default switching activity.
